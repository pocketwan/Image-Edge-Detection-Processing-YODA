## run.sh

```bash
#!/bin/bash
# OpenROAD 26Q1-2900-gdf79404cd8, Yosys 0.63+post, stock flow scripts
make -C /OpenROAD-flow-scripts/flow DESIGN_CONFIG=/design/flow/config.mk WORK_HOME=/design/flow/orfs finish
```

## constraint.sdc

```tcl
current_design sobel_filter

set clk_period 12.9
set clk_io_pct 0.2

create_clock -name clk0 -period $clk_period

set non_clock_inputs [all_inputs -no_clocks]
set_input_delay [expr $clk_period * $clk_io_pct] -clock clk0 $non_clock_inputs
set_output_delay [expr $clk_period * $clk_io_pct] -clock clk0 [all_outputs]
```

## design.v

```verilog
module sobel_filter(
    input  wire [7:0] P00, P01, P02,
    input  wire [7:0] P10, P11, P12,
    input  wire [7:0] P20, P21, P22,
    output wire [7:0] edge_mag
);
    wire signed [10:0] Gx, Gy;
    wire signed [10:0] abs_Gx, abs_Gy;
    wire signed [10:0] mag;
    assign Gx = -$signed({3'b000, P00}) - (2 * $signed({3'b000, P10})) - $signed({3'b000, P20}) +
                 $signed({3'b000, P02}) + (2 * $signed({3'b000, P12})) + $signed({3'b000, P22});
    assign Gy = -$signed({3'b000, P00}) - (2 * $signed({3'b000, P01})) - $signed({3'b000, P02}) +
                 $signed({3'b000, P20}) + (2 * $signed({3'b000, P21})) + $signed({3'b000, P22});
    assign abs_Gx = (Gx < 0) ? -Gx : Gx;
    assign abs_Gy = (Gy < 0) ? -Gy : Gy;
    assign mag = abs_Gx + abs_Gy;
    assign edge_mag = (mag > 255) ? 8'd255 : mag[7:0];
endmodule
```

## config.mk

```make
export PLATFORM = sky130hd
export DESIGN_NAME = sobel_filter
export DESIGN_NICKNAME = sobel_filter
export VERILOG_FILES = /design/flow/design.v
export SDC_FILE = /design/flow/constraint.sdc
export NUM_CORES = 4
export LEC_CHECK = 1
export CORE_UTILIZATION = 30
```

==> run summary <==
Purpose: to document the outcome of synthesis and place and route.

Final timing
After layout, the worst path uses a little over nine tenths of the clock period. The minimum clock period after layout is between 10 and 15 ns. The sum of negative setup slack is 0 ns. On the final layout, the worst hold slack is a little under 7 ns. The number of max-slew violations in the final report is 0. Setup repair after global routing left no endpoint under its margin. The worst-case headroom to the max-slew limit is a little under two thirds. The final hold violation count recorded for this run is 0. The pin closest to its max-slew limit shows a slew of between 0.5 and 0.6 ns. The top achievable clock speed is around 80 MHz. The number of setup violations in the final report is 0.

Floorplanning
The site row count is about 40. The overall die width is between 100 and 150 um. The I/O pin count is 80.

In this run the vertical extent of the chip is 113.2 um. The starting density of the core is between 30% and 40%. The placeable core area is about 12000 um^2. According to the floorplan report, the total die area is roughly 13000 um^2.

Routing
Wires add up to 7.277 mm. The total iterations of the first detailed-routing run is 4. The routed layout has between 3000 and 4000 vias. The number of design rule violations left after detail routing is 0. The number of DRC violations after detailed-routing iteration 0 is between 70 and 80. The final antenna-violating net count is 0. For this sky-water flow run, the detailed-routed wirelength per cell is reported as about 11 um. Per the detail_route report, inserted antenna diodes total 0.

Per the detail_route report, vias per standard cell equal 4.464.

Run
OpenROAD emitted warnings numbering approximately 40. The max capacitance violation total is 0.

Setup path
The source of the critical timing path is P00[0]. The critical setup path kind is input pin to primary output. Per the STA report, the cell with the highest stage delay on the worst path is sky130_fd_sc_hd__xnor3_2. The cell repeated most along the worst path is sky130_fd_sc_hd__fa_1. The worst setup path is launched from an input pin. The arrival time of the worst setup path is 9.85 ns.

The critical path's largest stage delay is 0.53 ns. Per the timing report, the biggest fanout along the worst path comes to 8. STA puts the critical path data required time at ~10 ns.

The critical path capture point type is a primary output.

Logic synthesis
The number of cell instances after yosys synthesis is approximately 460. For reference, the top cells by area after synthesis are sky130_fd_sc_hd__fa_1 (30%), sky130_fd_sc_hd__ha_1 (18%), sky130_fd_sc_hd__inv_1 (15%), sky130_fd_sc_hd__xnor2_1 (7.1%), sky130_fd_sc_hd__xor2_1 (5.4%). The post-synthesis cell type with the largest combined area is sky130_fd_sc_hd__fa_1.

The cell count after synthesis came out at about 460. During synthesis, Yosys emitted a total of 0 warnings. The sequential cell area fraction in the yosys report is 0%.

The yosys-reported design area after synthesis is around 3700 um^2. The top cell type's share of synthesized area is slightly below 30%. The mapped netlist covers between 3000 and 4000 um^2. In this run the mean area of a mapped cell was 8.136 um^2. The gate-level netlist out of Yosys references between 40 and 50 unique cell types.

Hold path
The type of the tightest min-delay check is input pin to primary output. The launch instance of the worst min-delay path is P22[0].

GRT
The pin count of the biggest net entering global routing is 11. Routing resource usage on met1 recorded by global route was approximately a fifth. The layer with the highest usage is met2. The number of global-route vias before repair is roughly 3200. The global routing report lists met3 layer usage as under 10%. The initial antenna violation count was 0. The global-route wire length before repair is 13.55 mm. The remaining global-route overflow is 0. The total global routing track utilization is 13.01%. The met2 track demand over resource in global routing is about 23%.

Finish
The clock buffers instantiated in the layout total 0. The number of fill cells in the layout is 1225. The share of final-layout standard cells stronger than drive strength 1 is approximately 1.9%. The number of sequential cells in the layout is 0. The most common cell after layout, fill and taps aside is sky130_fd_sc_hd__inv_1. Compared with the post-synthesis result, the final layout area differs by 24.82%. The most common logic cells in the final layout are sky130_fd_sc_hd__inv_1 (144), sky130_fd_sc_hd__clkdlybuf4s50_1 (72), sky130_fd_sc_hd__fa_1 (55), sky130_fd_sc_hd__ha_1 (52), sky130_fd_sc_hd__xnor2_1 (30). The footprint of the flip-flops and latches is 0 um^2.

Outcome
The flow ran to the end, and the final reports show no timing, DRC or antenna violations.

CTS
The number of setup buffers added after CTS is 0.

Placed design
The HPWL after detailed placement is just under 7 mm. The final estimated routing congestion in global placement is between 0.8 and 0.9. During placement, the flow inserted port buffers numbering roughly 70.
[cells in the mapped netlist, drive strengths merged (4+ instances only)]
library cell  instances
inv                 144
fa                   55
ha                   53
xnor2                30
xor2                 23
nand2                17
a21oi                15
nor2                 15
o21ai                14
a21o                 13
a31oi                10
nand3                 6
or3                   6
nor3                  5
nor3b                 5
nor2b                 4
[timing repair]
action                     CTS  global route
setup endpoints to repair    0             8
hold buffers                 0             0
resized                      0             3
[critical path: cells and delay by family]
family,cells,cell delay [ns]
fa+ha+maj,6,2.63
compound gates,10,1.80
buf+inv,5,1.31
xor+xnor,3,0.93
mux,1,0.42
simple gates,2,0.16
[routing by layer]
metal	up-vias	routed length [um]	part of all wire (%)
met5	-	0	0
met3	2	309	4.2
li1	1582	-	-
met1	1373	3594	49
met2	61	3358	46
met4	0	15	0.21
[layout make-up]
| class | instances | area, um^2 | area share, % |
|---|---|---|---|
| Timing Repair Buffer | 73 | 728.2 | 15.73 |
| Inverter | 144 | 540.5 | 11.67 |
| Tap cell | 147 | 183.9 | 3.972 |
| Multi-Input combinational cell | 312 | 3178 | 68.63 |
[cells by family (layout without fill, tap and decap cells)]
kind of cell | Yosys count | count (layout) | share of synthesized area [%]
adder cells (fa/ha/maj) | 108 | 108 | 47.56
buffers and inverters | 144 | 217 | 14.57
XOR/XNOR | 54 | 54 | 13.15
AND/OR/NAND/NOR | 75 | 75 | 11.27
multiplexers | 1 | 1 | 0.3035
AND-OR/OR-AND | 74 | 74 | 13.15
[final timing paths]
check,end,slack [ns],depth (start not counted)
worst min-delay path,edge_mag[0],6.85,7
worst max-delay path,edge_mag[1],0.47,27
[per-stage QoR]
step	instances	instance area [um^2]	setup slack [ns]	utilization, %
finish	676	4631	0.4676	38.55
detailed placement	676	4622	0.2261	38.48
global placement	676	4622	0.2939	38.48
floorplan	456	3710	1.865	-
global route	676	4631	0.001386	38.55
CTS	676	4622	0.2044	38.48
