==> design/flow/design.v <==
`timescale 1ns/1ps
module median_filter (
    input wire clk,
    input wire rst,
    input wire [7:0] pixel_in,
    output reg [7:0] pixel_out
);
    parameter WIDTH = 256;
    reg [7:0] line_buf0 [0:WIDTH-1];
    reg [7:0] line_buf1 [0:WIDTH-1];
    reg [7:0] shift0 [0:2];
    reg [7:0] shift1 [0:2];
    reg [7:0] shift2 [0:2];
    reg [15:0] col_cnt;
    reg [15:0] row_cnt;
      reg [7:0] window [0:8];
            reg [7:0] tmp;
            integer j, k;
    integer i;
    always @(posedge clk) begin
        if (rst) begin
            col_cnt <= 0;
            row_cnt <= 0;
            pixel_out <= 0;
            for (i = 0; i < WIDTH; i = i + 1) begin
                line_buf0[i] <= 0;
                line_buf1[i] <= 0;
            end
            for (i = 0; i < 3; i = i + 1) begin
                shift0[i] <= 0;
                shift1[i] <= 0;
                shift2[i] <= 0;
            end
        end else begin
            shift0[0] <= shift0[1];
            shift0[1] <= shift0[2];
            shift0[2] <= line_buf0[col_cnt];
            shift1[0] <= shift1[1];
            shift1[1] <= shift1[2];
            shift1[2] <= line_buf1[col_cnt];
            shift2[0] <= shift2[1];
            shift2[1] <= shift2[2];
            shift2[2] <= pixel_in;
            line_buf0[col_cnt] <= line_buf1[col_cnt];
            line_buf1[col_cnt] <= pixel_in;
            if (row_cnt >= 2 && col_cnt >= 2) begin
                window[0] = shift0[0]; window[1] = shift0[1]; window[2] = shift0[2];
                window[3] = shift1[0]; window[4] = shift1[1]; window[5] = shift1[2];
                window[6] = shift2[0]; window[7] = shift2[1]; window[8] = shift2[2];
                for (j = 0; j < 5; j = j + 1) begin
                    for (k = 0; k < 8; k = k + 2) begin
                        if (window[k] > window[k+1]) begin
                            tmp = window[k];
                            window[k] = window[k+1];
                            window[k+1] = tmp;
                        end
                    end
                    for (k = 1; k < 8; k = k + 2) begin
                        if (window[k] > window[k+1]) begin
                            tmp = window[k];
                            window[k] = window[k+1];
                            window[k+1] = tmp;
                        end
                    end
                end
                pixel_out <= window[4];
            end else begin
                pixel_out <= 0;
            end
            if (col_cnt == WIDTH - 1) begin
                col_cnt <= 0;
                row_cnt <= row_cnt + 1;
            end else begin
                col_cnt <= col_cnt + 1;
            end
        end
    end
endmodule
==> design/flow/run.sh <==
#!/bin/bash
# OpenROAD 26Q1-2900-gdf79404cd8, Yosys 0.63+post, stock flow scripts
make -C /OpenROAD-flow-scripts/flow DESIGN_CONFIG=/design/flow/config.mk WORK_HOME=/design/flow/orfs finish
==> design/flow/config.mk <==
export PLATFORM = sky130hd
export DESIGN_NAME = median_filter
export DESIGN_NICKNAME = median_filter
export VERILOG_FILES = /design/flow/design.v
export SDC_FILE = /design/flow/constraint.sdc
export NUM_CORES = 4
export LEC_CHECK = 1
export CORE_UTILIZATION = 40
==> design/flow/constraint.sdc <==
current_design median_filter

set clk_period 87.9
set clk_io_pct 0.2

create_clock -name clk0 -period $clk_period [get_ports {clk}]

set non_clock_inputs [all_inputs -no_clocks]
set_input_delay [expr $clk_period * $clk_io_pct] -clock clk0 $non_clock_inputs
set_output_delay [expr $clk_period * $clk_io_pct] -clock clk0 [all_outputs]
==> out/qor.csv <==
metric;value;unit
outcome;finished, final reports clean;
track_usage;25.34;%
antenna_found_initial;35;
grt_max_degree;92;
warnings;31;
fin_crit_sh;25.90;%
fmax;0.04392;GHz
top_cell;nor2_1;
ys_seq_share;65.26;%
hp-class;register to register;
tightest_slew;1224;ps
slew_viol_final;0;
routed_wl;557.8;mm
cts_buffers;426;
synth_top_cell_by_area;edfxtp_1;
relSlewSlack;18.39;%
maxCapViolCount;0;
ant_nets;0;
endpoint;pixel_out[4]$_SDFF_PP0_;
grt_overflow_total;0;
cts_tree;done;
yosysUniqueCellTypes;109;
async_reset_ff_share;0;%
topCellsByArea;edfxtp_1 64%, mux4_2 15%, nor2_1 8.5%;
htree_levels;5;
cp-end-kind;register;
utilization;44.39;%
logic_area;61630;um2
port_buffers;17;
dp_hpwl;350.2;mm
grt_pass1_vias;116000;
dieArea;482600;um2
fillers;41310;
cp.arrival;23630;ps
instances_no_fill;20020;
ys.flop_type;edfxtp_1;
hold_violations;0;
drtPass1Iterations;5;
ctsResizeCount;0;
ys_cells;13580;
cpMostUsedCell;a21o_1;
finClkSkew;77.75;ps
die_height;694.7;um
synth.avg_cell_area;14.13;um2
rr_startpoint;shift1[0][7]$_SDFF_PP0_;
rows;254;
tns;0;ps
io_pins;18;
reg2reg_to;pixel_out[4]$_SDFF_PP0_;
place_congestion;0.9077;
use_met2;36.63;%
ys_ff;4208;
yosysWarningCount;5;
yosysTopAreaCellShare;64.09;%
routed-via-count;111800;
die_w;694.7;um
common_cells;4338 x nor2_1, 4096 x edfxtp_1, 1295 x mux4_2;
clk_pin_slew;60;ps
met1_usage;31.47;%
met3_usage;17.66;%
yosys_area;191900;um2
mappedNetlistArea;191900;um2
reg2reg_slack;65130;ps
period_minus_slack;22770;ps
clock_path_buffers;4;
rsz0062_at_grt;no;
viasPerCell;5.585;
regArea;125300;um2
drtIter0Drc;7742;
edf_count;4096;
grt_most_used_layer;met2;
startpoint;shift1[0][7]$_SDFF_PP0_;
cp-start-kind;register;
layout-drive-gt1-share;17.70;%
rr_worst_depth;95;
hold_buffers;0;
slowest_stage;nor2_1;
postSynthCellCount;13580;
area_growth;10.56;%
grt_pass1_wl;813.9;mm
root_buffer;clkbuf_16;
drc;0;
worst-path-max-fanout;22;
crit_path_max_incr_delay;580;ps
wl_per_cell;27.85;um
clock-sinks;4208;
cts_post_setup_buffers_inserted;0;
fp_util;40.15;%
clk_latency;1020;ps
critical_path_class;register to register;
finalSetupViolCount;0;
core-area;478000;um2
worstPathRequired;88770;ps
placed_cells;19210;
[how the worst min path moves through the flow]
stage     slack, ps                 endpoint  depth (start not counted)               startpoint
6_report        470  shift2[0][1]$_SDFF_PP0_                          2  shift2[1][1]$_SDFF_PP0_
5_1_grt         500  shift2[0][1]$_SDFF_PP0_                          2  shift2[1][1]$_SDFF_PP0_
4_1_cts         480  shift2[0][1]$_SDFF_PP0_                          2  shift2[1][1]$_SDFF_PP0_
[registers in the layout (all words and copies together) (netlist names)]
name and flops:
line_buf0 2048, line_buf1 2048, shift0 24, shift1 24, shift2 24, col_cnt 16
row_cnt 16, pixel_out 8
[worst max-delay path, delay by kind of cell, from the launching register on]
| family | cells | cell delay (ps) |
|---|---|---|
| simple gates | 24 | 5700 |
| mux | 6 | 2300 |
| fa+ha+maj | 10 | 2990 |
| flops | 1 | 330 |
| compound gates | 46 | 10070 |
| buf+inv | 9 | 1210 |
[per-layer routing]
layer  routed length (um)  vias up
li1                     -    49370
met2               256700     5857
met5                  798        -
met1               185400    55600
met3                91390      962
met4                23460       42
[cells in the final DEF, fill, tap and decap left out, types with 49 or more instances in the layout]
master / n
mux2i_1: 211
nor2b_1: 49
clkbuf_1: 95
ha_1: 232
nand3_1: 68
nand2_1: 683
mux2_2: 69
edfxtp_1: 4096
clkinv_1: 128
nor2_1: 4326
o21ai_0: 134
clkbuf_16: 432
a21oi_1: 177
buf_4: 356
dfxtp_1: 106
clkinv_2: 66
a22oi_1: 87
inv_1: 253
mux4_2: 1295
[kinds of logic after synthesis]
kind of cell,count (synthesis),share of synthesized area (%)
AND/OR/NAND/NOR,5389,11.00
flip-flops,4208,65.26
multiplexers,1576,16.71
buffers and inverters,1415,2.775
AND-OR/OR-AND,711,2.503
adder cells (fa/ha/maj),240,1.555
XOR/XNOR,43,0.2001
[stage by stage]
step                cell area, um2  hold WS, ps  setup slack (ps)
floorplan                   191900        441.0             66620
CTS                         212100        475.9             65320
detailed placement          199000        468.6             65420
global route                212100        501.2             63300
global placement            199000        454.1             65330
finish                      212200        467.5             65130
[final cells by class]
cell class                 instances  area share (%)
clock inverter                   245          0.8787
tap                             6400           3.774
sequential                      4208           59.04
clock buffer                     532           5.296
inverter                         254          0.4529
timing repair buffer             386           1.467
multi-input combinational       7959           29.05
antenna                           40         0.04718
